## run.sh

```bash
#!/bin/bash
# OpenROAD 26Q1-2900-gdf79404cd8, Yosys 0.63+post, stock flow scripts
make -C /OpenROAD-flow-scripts/flow DESIGN_CONFIG=/design/flow/config.mk WORK_HOME=/design/flow/orfs finish
```

## config.mk

```make
export PLATFORM = sky130hd
export DESIGN_NAME = uart
export DESIGN_NICKNAME = uart
export VERILOG_FILES = /design/flow/design.v
export SDC_FILE = /design/flow/constraint.sdc
export NUM_CORES = 4
export LEC_CHECK = 1
export CORE_UTILIZATION = 50
```

## constraint.sdc

```tcl
current_design uart

set clk_period 4.2
set clk_io_pct 0.2

create_clock -name clk0 -period $clk_period [get_ports {clk}]

set non_clock_inputs [all_inputs -no_clocks]
set_input_delay [expr $clk_period * $clk_io_pct] -clock clk0 $non_clock_inputs
set_output_delay [expr $clk_period * $clk_io_pct] -clock clk0 [all_outputs]
```

## design.v

```verilog
`timescale 1ns / 1ps
module uart(
    input clk,
    input rst,
    input btn_start,
    input [7:0] data_in,
    output tx,
    output tx_done,
    input rx,
    output rx_done,
    output [7:0] rx_data
    );
    wire w_tick; 
    baud_tick_gne u_baud_tick_gen(
        .clk(clk),
        .reset(rst), 
        .baud_tick(w_tick)
    );
    uart_tx u_uart_tx(
        .clk(clk),
        .rst(rst),
        .tick(w_tick),
        .start_trigger(btn_start),
        .data_in(data_in),
        .o_tx(tx),
        .o_tx_done(tx_done)
    );
    uart_rx u_uart_rx(
        .clk(clk),
        .rst(rst),
        .tick(w_tick),
        .rx(rx),
        .rx_done(rx_done),
        .rx_data(rx_data)
    ); 
endmodule
module baud_tick_gne (
    input clk,
    input reset, 
    output baud_tick
);
    parameter BAUD_RATE = 9600;  
    localparam BAUD_COUNT = (100_000_000 / BAUD_RATE)/16;
    reg [$clog2(BAUD_COUNT)-1:0] count_reg, count_next;
    reg tick_reg, tick_next;
    assign baud_tick = tick_reg;
    always @(posedge clk, posedge reset) begin
        if (reset) begin
            count_reg <= 0;
            tick_reg <= 0;
        end
        else begin
            count_reg <= count_next;
            tick_reg <= tick_next;
        end
    end
    always @(*) begin
        count_next = count_reg;
        tick_next = tick_reg;
        if (count_reg == BAUD_COUNT - 1) begin
            count_next = 0;
            tick_next = 1'b1;
        end
        else begin
            count_next = count_reg + 1'b1;
            tick_next = 1'b0;
        end
    end
endmodule
module uart_tx(
    input clk,
    input rst,
    input tick,
    input start_trigger,
    input [7:0] data_in,
    output o_tx,
    output o_tx_done
);
    localparam IDLE = 0, SEND = 1, START = 2, DATA = 3, STOP = 4;
    reg [3:0] state, next;
    reg tx_reg, tx_next;
    reg [2:0] bit_count_reg, bit_count_next;
    reg [3:0] tick_count_reg, tick_count_next;
    reg [7:0] temp_data_reg, temp_data_next;
    assign o_tx = tx_reg;    
    assign o_tx_done = (state != IDLE);
    always @(posedge clk, posedge rst) begin
        if(rst) begin
            state <= IDLE;
            tx_reg <= 1'b1;  
            bit_count_reg <= 0;
            tick_count_reg <= 0;
            temp_data_reg <= 0;
        end
        else begin
            state <= next;
            tx_reg <= tx_next;
            bit_count_reg <= bit_count_next; 
            tick_count_reg <= tick_count_next; 
            temp_data_reg <= temp_data_next;    
        end
    end
    always @(*) begin
        next = state;
        tx_next = tx_reg;
        bit_count_next = bit_count_reg;
        tick_count_next = tick_count_reg;
        temp_data_next = temp_data_reg;
        case (state)
            IDLE: begin
                tx_next = 1'b1;
                tick_count_next = 4'h0;
                if (start_trigger) begin
                    next = START;
                    temp_data_next = data_in;
                end
            end 
            SEND: begin  
                tx_next = 1'b1;
                if (tick) begin
                    next = START;
                end
            end
            START: begin
                tx_next = 0;
                if (tick) begin
                    if (tick_count_reg == 15) begin
                        next = DATA;
                        bit_count_next = 1'b0;
                        tick_count_next = 1'b0;
                    end
                    else begin
                        tick_count_next = tick_count_reg + 1'b1;
                    end
                end
            end
            DATA: begin
                tx_next = temp_data_next[bit_count_reg];
                if (tick) begin
                    if (tick_count_reg == 15) begin
                        tick_count_next = 1'b0;
                        if (bit_count_reg == 7) begin
                            next = STOP;
                        end
                        else begin
                            next = DATA;
                            bit_count_next = bit_count_reg + 1'b1;
                        end
                    end
                    else begin
                        tick_count_next = tick_count_reg + 1'b1;
                    end 
                end
            end
            STOP: begin
                tx_next = 1'b1;
                if (tick) begin
                    if (tick_count_reg == 15) begin
                        next = IDLE;
                        tick_count_next = 0;
                    end
                    else begin
                        tick_count_next = tick_count_reg + 1;
                    end
                end
            end
        endcase
    end
endmodule
module uart_rx (
    input clk,
    input rst,
    input tick,
    input rx,
    output rx_done,
    output [7:0] rx_data
);
    localparam IDLE = 0, START = 1, DATA = 2, STOP = 3;
    reg [1:0] state, next;
    reg rx_done_reg, rx_done_next;
    reg [2:0] bit_count_reg, bit_count_next;
    reg [4:0] tick_count_reg, tick_count_next; 
    reg [7:0] rx_data_reg, rx_data_next;
    assign rx_done = rx_done_reg;
    assign rx_data = rx_data_reg; 
    always @(posedge clk, posedge rst) begin
        if (rst) begin
            state <= 0;
            rx_done_reg <= 0;
            rx_data_reg <= 0;
            bit_count_reg <= 0;
            tick_count_reg <= 0;
        end
        else begin
            state <= next;
            rx_done_reg <= rx_done_next;
            rx_data_reg <= rx_data_next;
            bit_count_reg <= bit_count_next;
            tick_count_reg <= tick_count_next;
        end
    end
    always @(*) begin
        next = state;
        tick_count_next = tick_count_reg;
        bit_count_next = bit_count_reg;
        rx_done_next = 1'b0;
        rx_data_next = rx_data_reg;
        case (state)
            IDLE: begin
                tick_count_next = 0;
                bit_count_next = 0;
                rx_done_next = 1'b0;
                if (rx == 1'b0) begin
                    next = START;
                end 
            end 
            START: begin
                if (tick) begin
                    if (tick_count_reg == 7) begin
                        next = DATA;
                        tick_count_next = 0;
                    end
                    else begin
                        tick_count_next = tick_count_reg + 1'b1;
                    end
                end
            end
            DATA: begin
                if (tick) begin
                    if (tick_count_reg == 15) begin
                        rx_data_next[bit_count_reg] = rx;
                        if (bit_count_reg == 7) begin
                            next = STOP;
                            tick_count_next = 0;
                        end
                        else begin
                            next = DATA;
                            bit_count_next = bit_count_reg + 1'b1;
                            tick_count_next = 0;
                        end
                    end
                    else begin
                        tick_count_next = tick_count_reg + 1'b1;
                    end
                end
            end
            STOP: begin
                if (tick) begin
                    if (tick_count_reg == 23) begin
                        rx_done_next = 1'b1;
                        next = IDLE;
                    end
                    else begin
                        tick_count_next = tick_count_reg + 1'b1;
                    end
                end
            end 
        endcase
    end
endmodule
```

==> results.cfg <==
; implementation run metrics
[routing]
diodes = 0
ant_nets = 0
drt_wl_total_um = 4774
vias = 1912
wl_per_cell_um = 13.88
dr.pass1.iters = 4
route.detailed.drc = 0
drt_first_iter_violations = 124
viasPerCell = 5.558

[sta]
hold_viol = 0
hold_ws_ns = 0.4842
slew_headroom_pct = 62.12
rsz0062_at_grt = false
max_freq_mhz = 385.6
tns_ns = 0
timing.final.crit_share_pct = 61.74
setup_violations = 0
skew_ns = 0.01140
period_minus_slack_ns = 2.593
worst_pin_slew_ns = 0.5682
finalMaxSlewViolations = 0

[worst_setup_path]
critPathLaunchType = flop
path_cells = nor3_1 > inv_1 > clkdlybuf4s50_1
crit_path_top_delay_cell = dfrtp_1
max_stage_delay_ns = 0.58
rrSetupSlack_ns = 1.96
crit_arrival_ns = 1.75
cp_num_buf_inv = 2
path_delay_family = flip-flops
cp-end-kind = output port
cp.required_ns = 3.36
cp_max_fo = 18
crit_type = flop to output port

[clock_tree]
htree_levels = 2
cts_sinks = 51
cts_setup_buffers = 0
cts_root_buf = clkbuf_8
cts_tree = yes
ctsResizeCount = 0
cts_made_buffers = 5
clk_latency_ns = 0.30
cts_hold_buf = 0
clockBufferDepth = 2
path_clk_slew_ns = 0.09

[floorplanning]
pin_count = 23
fp.dieW_um = 75.61
fp-utilization_pct = 52.37
core_area_um2 = 5172
die-area_um2 = 5716
die-height_um = 75.61
rows = 26

[worst_hold_path]
hp-class = flop to flop

[logic_synthesis]
ys_seq_share_pct = 47.21
synth_top_area_share_pct = 45.27
synthCells = 253
synth_area_um2 = 2709
area_leaders = dfrtp_1 45%, ha_1 6.0%, mux2_2 3.3%
ff_type = dfrtp_1
ys_warn_count = 3
async_flop_share_pct = 100.0
top_area_cell = dfrtp_1
numSynthFlops = 51
yosysCellCount = 253
edf_count = 0
yosysUniqueCellTypes = 49
avgSynthCellArea_um2 = 10.71
yosys_area_um2 = 2709

[flow_run]
warning_count = 31
drv_cap = 0

[final_layout]
n_fill_cell = 423
area_growth_syn_to_layout_pct = 14.18
seqCellArea_um2 = 1279
layout_top_cell = dfrtp_1
layout_top_cells = 49 x dfrtp_1, 23 x nand2_1, 22 x clkdlybuf4s50_1, 15 x nand3_1, 13 x ha_1
mi_logic_area_um2 = 1338
largest_register_ffs = 10
instances_no_fill = 344
drive_above_1_share_pct = 10.22

[power_and_ir_drop]
power_density_nw_per_um2 = 277.9
ir_drop_mv = 0.2960
power_mw = 0.8595
leakage_nw = 1.419

[place]
gp_congestion = 0.8565
port_buffers = 22
dpl.hpwl_um = 3338
dp_cells = 336

[global_routing]
grt_max_degree = 35
antenna_found_initial = 0
grt.total_usage_pct = 19.38
grt_pass1_wl_um = 8204
overflow = 0
first_global_vias = 1786

[status]
status = complete, no violations
## per-stage QoR
stage / utilization [%] / cell area [um2] / setup WS, ns
after detailed placement: 57.62 / 2980 / 1.944
after CTS: 59.80 / 3093 / 1.607
after global routing: 59.80 / 3093 / 1.425
after floorplan: - / 2709 / 2.134
after global placement: 57.62 / 2980 / 1.948
final: 59.80 / 3093 / 1.607
## final timing paths
check                           cells after the start                          from                            to
max in group asynchronous                           3                           rst              u_uart_tx.tx_reg
min in group asynchronous                           2                           rst   u_uart_rx.tick_count_reg[2]
worst min register to register                      1  u_baud_tick_gen.count_reg[9]  u_baud_tick_gen.count_reg[9]
worst max-delay path                                3            u_uart_tx.state[0]                       tx_done
worst min-delay path                                1  u_baud_tick_gen.count_reg[9]  u_baud_tick_gen.count_reg[9]
worst max register to register                      7   u_uart_rx.tick_count_reg[0]      u_uart_rx.rx_data_reg[4]
## cells by family (layout without fill, tap and decap cells)
| family | after synthesis | in the layout | share of synthesized area, % |
|---|---|---|---|
| AND/OR/NAND/NOR | 91 | 91 | 19.95 |
| adder cells (fa/ha/maj) | 13 | 13 | 6.005 |
| AND-OR/OR-AND | 46 | 46 | 11.59 |
| flip-flops | 51 | 51 | 47.21 |
| buffers and inverters | 23 | 44 | 3.418 |
| multiplexers | 21 | 21 | 9.238 |
| XOR/XNOR | 8 | 8 | 2.587 |
## where the power goes
part	internal (mW)	leakage [nW]	total (mW)	switching (mW)
Clock	0.178	0.0581	0.339	0.162
Sequential	0.493	0.676	0.494	0.00101
Combinational	0.0139	0.685	0.0267	0.0128
Total	0.684	1.42	0.859	0.175
## synth_stat cells (all sizes together) (7+ instances only)
library cell / instances
mux2i: 7
mux2: 12
nor2: 12
and3: 7
xnor2: 7
o21ai: 11
a21oi: 8
inv: 13
nand2: 23
ha: 13
nand3: 17
dfrtp: 49
## metal layers
| metal | vias to the layer above | share of wire, % | global-route usage [%] |
|---|---|---|---|
| met1 | 927 | 53 | 33.47 |
| met5 | - | 0 | 0 |
| met2 | 24 | 42 | 27.38 |
| li1 | 954 | - | - |
| met3 | 7 | 3.5 | 4.021 |
| met4 | 0 | 1.6 | 2.263 |
## final cells by class
cell class | count | area share (%)
clock buffers | 5 | 2.225
clock inverters | 3 | 1.416
multi-input cells | 179 | 43.24
repair buffers | 23 | 7.362
well taps | 70 | 2.832
flip-flops and latches | 51 | 41.34
inverters | 13 | 1.578
Power figures rest on the tool's default switching activity, not on a simulated workload.
