## /design/flow/design.v

```verilog
`timescale 1ns / 1ps
module fifo #(
    parameter DATA_WIDTH = 8
)(
    input clk,
    input reset,
    input wr,
    input rd,
    input [DATA_WIDTH-1:0] wdata,
    output [DATA_WIDTH-1:0] rdata,
    output full,
    output empty
    );
    wire [3:0] waddr, raddr;
    fifo_control_unit u_fifo_cu(
        .clk(clk),
        .reset(reset),
        .wr(wr),
        .rd(rd),
        .waddr(waddr),
        .raddr(raddr),
        .full(full),
        .empty(empty)
    );
    register_file u_reg_file(
        .clk(clk),
        .waddr(waddr),
        .wdata(wdata),
        .wr((!full) & wr),
        .rd(rd),
        .raddr(raddr),
        .rdata(rdata)
    );
endmodule
module fifo_control_unit (
    input clk,
    input reset,
    input wr,
    input rd,
    output [3:0] waddr,
    output [3:0] raddr,
    output full,
    output empty
);
    reg full_reg, full_next, empty_reg, empty_next;
    reg [3:0] wptr_reg, wptr_next, rptr_reg, rptr_next;
    assign waddr = wptr_reg;
    assign raddr = rptr_reg;
    assign full = full_reg;
    assign empty = empty_reg;
    always @(posedge clk, posedge reset) begin
        if (reset) begin
            full_reg <= 0;
            empty_reg <= 1;
            wptr_reg <= 0;
            rptr_reg <= 0;
        end
        else begin
            full_reg <= full_next;
            empty_reg <= empty_next;
            wptr_reg <= wptr_next;
            rptr_reg <= rptr_next;
        end
    end
    always @(*) begin
        full_next = full_reg;
        empty_next = empty_reg;
        wptr_next = wptr_reg;
        rptr_next = rptr_reg;
        case ({wr,rd})
            2'b01: begin
                if (!empty_reg) begin
                    rptr_next = rptr_reg + 1;
                    full_next = 0;
                    if (wptr_reg == rptr_next) begin
                        empty_next = 1'b1;
                    end
                end    
            end 
            2'b10: begin
                if (!full_reg) begin
                    wptr_next = wptr_reg + 1;
                    empty_next = 1'b0;
                    if (wptr_next == rptr_reg) begin
                        full_next = 1'b1;
                    end
                end
            end
            2'b11: begin
                if (empty_reg == 1'b1) begin
                    wptr_next = wptr_reg + 1;
                    empty_next = 0;
                end
                else if(full_reg == 1'b1) begin
                    rptr_next = rptr_reg + 1;
                    full_next = 0;
                end
                else begin
                    wptr_next = wptr_reg + 1;
                    rptr_next = rptr_reg + 1;
                end
            end
        endcase
    end
endmodule
module register_file (
    input clk,
    input [3:0] waddr,
    input [7:0] wdata,
    input wr,
    input rd,
    input [3:0] raddr,
    output [7:0] rdata
);
    reg [7:0] mem [0:15];
    always @(posedge clk) begin
        if (wr) begin
            mem[waddr] <= wdata;
        end
    end
    assign rdata = mem[raddr];
endmodule
```

## /design/flow/run.sh

```bash
#!/bin/bash
# OpenROAD 26Q1-2900-gdf79404cd8, Yosys 0.63+post, stock flow scripts
make -C /OpenROAD-flow-scripts/flow DESIGN_CONFIG=/design/flow/config.mk WORK_HOME=/design/flow/orfs finish
```

## /design/flow/config.mk

```make
export PLATFORM = sky130hd
export DESIGN_NAME = fifo
export DESIGN_NICKNAME = fifo
export VERILOG_FILES = /design/flow/design.v
export SDC_FILE = /design/flow/constraint.sdc
export NUM_CORES = 4
export LEC_CHECK = 1
export CORE_UTILIZATION = 40
```

## /design/flow/constraint.sdc

```tcl
current_design fifo

set clk_period 6.4
set clk_io_pct 0.2

create_clock -name clk0 -period $clk_period [get_ports {clk}]

set non_clock_inputs [all_inputs -no_clocks]
set_input_delay [expr $clk_period * $clk_io_pct] -clock clk0 $non_clock_inputs
set_output_delay [expr $clk_period * $clk_io_pct] -clock clk0 [all_outputs]
```

==> impl_metrics.json <==
{
  "top_cell_area_share": 0.6874,
  "h-tree-depth": 4,
  "fp.dieW_um": 120.2,
  "critPathRequiredTime_ns": 5.12,
  "warnings": 28,
  "fp-utilization": 0.4156,
  "gp_congestion": 0.8054,
  "edf_count": 128,
  "wire_per_inst_um": 20.98,
  "clock_skew_ns": 0.01219,
  "routed_wl_mm": 10.74,
  "grt_max_degree": 37,
  "power_density_nw_per_um2": 461.7,
  "cts.clk_slew.worst_paths_ns": 0.06,
  "worstSetupPathType": "register to output pin",
  "power.leakage_nw": 2.248,
  "stdcell_count": 512,
  "ctsResizeCount": 0,
  "hold_class": "register to register",
  "arrival_ns": 2.70,
  "ys_warn_count": 2,
  "cts_made_buffers": 17,
  "antenna_found_initial": 0,
  "drcViolationCount": 0,
  "ys.flops": 138,
  "cts_sinks": 138,
  "dr.pass1.iters": 5,
  "post-dp-hpwl_mm": 6.488,
  "fin_ws_ns": 2.415,
  "syn_to_final_growth_pct": 19.24,
  "crit_path_cell_trace": "buf_4 > mux4_1 > a22oi_1 > nand2_1 > clkdlybuf4s50_1",
  "grt_pass1_wl_mm": 16.96,
  "max_freq_mhz": 250.9,
  "worst_setup_path_end_kind": "output pin",
  "yosysChipArea_um2": 5592,
  "vdd_ir_drop_max_mv": 0.2057,
  "synthCells": 282,
  "track_usage": 0.1763,
  "critPathSlowestCell": "mux4_1",
  "chipArea_um2": 14460,
  "setup_tns_ns": 0,
  "hold_viol_final": 0,
  "max-clock-path-buffers": 2,
  "clk_latency_ns": 0.41,
  "setup_viol_count_final": 0,
  "grt_pass1_vias": 3014,
  "slew_viol_final": 0,
  "drive_gt1_frac": 0.2054,
  "rows": 42,
  "holdWs_ns": 0.5993,
  "maxCapViolCount": 0,
  "synthTopCellsByArea": "edfxtp_1, mux4_2, mux4_1",
  "io_buffers": 21,
  "largest_reg_flops": 128,
  "path_max_fanout": 36,
  "via_per_inst": 5.352,
  "cts_setup_buffers": 0,
  "fp.dieH_um": 120.2,
  "yosysTopAreaCell": "edfxtp_1",
  "synthArstFlopShare": 0.07246,
  "postRouteAntennaNets": 0,
  "crit_path_start_kind": "register",
  "rsz0062_at_grt": "false",
  "total_power_mw": 3.078,
  "syn_area_um2": 5592,
  "status": "finished, final reports clean",
  "coreArea_um2": 13450,
  "dr_total_vias": 2740,
  "yosysMostFrequentCell": "edfxtp_1",
  "cts_hold_buf": 0,
  "synth_cell_types": 30,
  "ys.flop_type": "edfxtp_1",
  "grt-ovfl-total": 0,
  "max_stage_delay_ns": 0.64,
  "slew_headroom": 0.4401,
  "antenna-diode-count": 0,
  "yosysSeqAreaShare": 0.7324,
  "pre_cts_ws_ns": 2.817,
  "dp_cells": 480,
  "fin_crit_sh": 0.6227,
  "boundaryPins": 22,
  "dr.first_iter.drc_count": 236,
  "tightest_slew_ns": 0.8368,
  "cts_tree": "built",
  "synthTopCellsByCount": "edfxtp_1, mux4_2, nand2_1",
  "ys_cells": 282,
  "synth_area_per_cell_um2": 19.83,
  "post-route-min-period_ns": 3.985,
  "clk_root_buffer_cell": "clkbuf_16"
}
-- power breakdown --
part / leakage, nW / switching [mW] / internal (mW) / total, mW
Clock: 0.295 / 0.362 / 0.652 / 1.01
Combinational: 0.680 / 0.436 / 0.455 / 0.891
Sequential: 1.27 / 0.0667 / 1.11 / 1.17
Total: 2.25 / 0.865 / 2.21 / 3.08
-- worst max-delay path, delay by kind of cell, from the launching register on --
family	cells	cell delay (ns)
DFF	1	0.33
muxes	1	0.64
AOI/OAI and AO/OA	1	0.28
and+or+nand+nor	1	0.09
buffers and inverters	2	0.94
-- placed cells by master, fill, tap and decap left out, types with 3 or more instances in the layout --
master and count:
xor2_1 5, nor2b_1 3, xnor2_1 10, edfxtp_1 128
nand2_1 17, clkinv_4 3, clkdlybuf4s50_1 21, nor2_1 14
inv_1 4, bufinv_16 4, clkbuf_16 17, ha_1 5
nor3_1 4, clkinvlp_4 3, buf_4 16, a22oi_1 16
mux4_2 18, mux4_1 14, nand3_1 5, dfrtp_1 8
-- kinds of logic after synthesis --
group / Yosys count / synth area share
DFF: 138 / 0.7324
and+or+nand+nor: 51 / 0.04229
muxes: 34 / 0.1423
AOI/OAI and AO/OA: 20 / 0.02775
buffers and inverters: 19 / 0.02058
xor gates and xnor gates: 15 / 0.02349
adders and majority gates: 5 / 0.01119
-- path summary, 6_finish.rpt --
path | slack, ns | startpoint | end | cells after the start
setup / recovery | 2.42 | u_fifo_cu.rptr_reg[0]$_DFFE_PP0P_ | rdata[1] | 5
hold / removal | 0.60 | u_fifo_cu.empty_reg$_DFFE_PP1P_ | u_fifo_cu.empty_reg$_DFFE_PP1P_ | 1
setup reg to reg | 4.36 | u_fifo_cu.rptr_reg[0]$_DFFE_PP0P_ | u_fifo_cu.empty_reg$_DFFE_PP1P_ | 5
hold reg to reg | 0.60 | u_fifo_cu.empty_reg$_DFFE_PP1P_ | u_fifo_cu.empty_reg$_DFFE_PP1P_ | 1
max in group asynchronous | 4.94 | reset | u_fifo_cu.empty_reg$_DFFE_PP1P_ | 2
min in group asynchronous | 1.15 | reset | u_fifo_cu.wptr_reg[0]$_DFFE_PP0N_ | 2
-- routing by layer --
metal  part of all wire  track usage
met4              0.012      0.02006
met2               0.47       0.2568
met5                  0            0
met1               0.41       0.2606
met3               0.11       0.1012
-- per-stage QoR --
step	util	area, um^2
CTS	0.4956	6668
global placement	0.4492	6043
global route	0.4956	6668
detailed placement	0.4492	6043
floorplan	-	5592
finish	0.4956	6668
-- cell type report --
type	instances	area [um^2]
clock inverters	15	198.9
inverters	4	15.01
flip-flops and latches	138	4096
multi-input cells	125	1381
repair buffers	37	330.3
fillers	1078	6785
well taps	176	220.2
clock buffers	17	425.4
Power and IR drop assume default switching activity.
