<file path="config.mk">
export PLATFORM = sky130hd
export DESIGN_NAME = humity_sensor_top
export DESIGN_NICKNAME = humity_sensor_top
export VERILOG_FILES = /design/flow/design.v
export SDC_FILE = /design/flow/constraint.sdc
export NUM_CORES = 4
export LEC_CHECK = 1
export CORE_UTILIZATION = 40
</file>
<file path="constraint.sdc">
current_design humity_sensor_top

set clk_period 3.9
set clk_io_pct 0.2

create_clock -name clk0 -period $clk_period [get_ports {clk}]

set non_clock_inputs [all_inputs -no_clocks]
set_input_delay [expr $clk_period * $clk_io_pct] -clock clk0 $non_clock_inputs
set_output_delay [expr $clk_period * $clk_io_pct] -clock clk0 [all_outputs]
</file>
<file path="design.v">
`timescale 1ns / 1ps
module humity_sensor_top(
    input clk,
    input rst,
    input btn_start,
    inout dht_io,
    output [39:0] data
    );
    wire w_tick;
    tick_generator u_tick(
        .clk(clk),
        .rst(rst),
        .tick(w_tick)
    );
    sensor_cu u_cu(
        .clk(clk),
        .rst(rst),
        .tick(w_tick),
        .start(btn_start),
        .dht(dht_io),
        .data(data)
    );
endmodule
module tick_generator #(
    CNT = 1000  
)(
    input clk,
    input rst,
    output tick
);
    reg r_tick;
    assign tick = r_tick; 
    reg [$clog2(CNT)-1:0] cnt;
    always @(posedge clk, posedge rst) begin
        if (rst) begin
            r_tick <= 0;
            cnt <= 0;
        end    
        else begin
            if (cnt == CNT-1) begin
                cnt <= 0;
                r_tick <= 1;
            end
            else begin
                r_tick <= 0;
                cnt <= cnt + 1;
            end
        end
    end
endmodule
module sensor_cu (
    input clk,
    input rst,
    input tick,
    input start,
    output [7:0] cstate,
    inout dht,
    output [39:0] data
);
    localparam START_CNT = 1800, WAIT_CNT = 3, DATA_CNT = 3, STOP_CNT = 5, TIME_OUT = 2000,
                LOW =5,RES_CNT =8;
    localparam IDLE = 0, START = 1, WAIT = 2, SYNC_LOW =3, SYNC_HIGH = 4, DATA_SRT = 5, 
                DATA_SYNC = 6, STOP = 9, TICK = 10, DATA_CAL = 7, DATA_S = 8;
    reg [3:0] state, next;
    reg [$clog2(START_CNT)-1:0] tcnt_reg, tcnt_next;
    reg [5:0] icnt_reg, icnt_next;
    assign dht = (state == START) ? 0 : 
                ((state == IDLE)|(state == WAIT)) ? 1 : 1'bz;
    reg [39:0] data_reg, data_next;
    assign data = (state == TICK)? data_reg[39:0] : 0;
    reg flag_r, flag_n;
    always @(posedge clk, posedge rst) begin
        if (rst) begin
            state <= 0;
            tcnt_reg <= 0;
            data_reg <= 0;
            icnt_reg <= 6'd39;
            flag_r <= 0;
        end
        else begin
            state <= next;
            tcnt_reg <= tcnt_next;
            data_reg <= data_next;
            icnt_reg <= icnt_next;
            flag_r <= flag_n;
        end
    end
    always @(*) begin
        next = state;
        tcnt_next = tcnt_reg;
        data_next = data_reg;
        icnt_next = icnt_reg;
        flag_n = flag_r;
        case (state)
            IDLE: begin
                flag_n = 0;
                tcnt_next = 0;
                icnt_next = 6'd39;
                if (start) begin
                    next = START;
                end
            end 
            START: begin
                if (tick) begin
                    if (tcnt_reg == START_CNT-1) begin
                        next = WAIT;
                        tcnt_next = 0;
                    end
                    else begin
                        tcnt_next = tcnt_reg + 1'b1;
                    end
                end
            end
            WAIT: begin
                if (tick) begin
                    if (tcnt_reg == WAIT_CNT-1) begin
                        next = SYNC_LOW;
                        tcnt_next = 0;
                    end
                    else begin
                        tcnt_next = tcnt_reg + 1'b1;
                    end
                end
            end
            SYNC_LOW: begin  
                if (tick) begin
                    if (dht) begin
                        next = SYNC_HIGH;
                    end
                end
            end
            SYNC_HIGH: begin  
                if (tick) begin
                    if (~dht) begin
                        next = DATA_SRT;
                    end
                end
            end
            DATA_SRT: begin  
                if (TICK) begin
                    if (dht) begin
                        next = DATA_SYNC;
                    end
                end
            end
            DATA_SYNC: begin  
                if (tick) begin
                    if (dht) begin
                        tcnt_next = tcnt_reg + 1;
                    end
                    else begin
                        next = DATA_CAL;
                    end
                end
                if (flag_r == 1) begin
                    flag_n = 0;
                    icnt_next = icnt_reg - 1'b1;
                end
            end
            DATA_CAL: begin  
                if (tick) begin
                    if (tcnt_reg < DATA_CNT) begin
                        data_next[icnt_reg] = 0; 
                        next = DATA_S;
                        tcnt_next = 0; 
                    end
                    else begin
                        data_next[icnt_reg] = 1; 
                        next = DATA_S;
                        tcnt_next = 0;
                    end
                end
            end
            DATA_S: begin  
                if (tick) begin
                    if (dht) begin
                        next = DATA_SYNC;
                        flag_n = 1;
                    end
                    else begin
                        if (icnt_reg == 0) begin
                            next = STOP;
                            tcnt_next = 0;
                        end
                    end
                end
            end
            STOP: begin  
                if (tick) begin
                    if (tcnt_reg == STOP_CNT) begin
                        next = TICK;
                    end
                    else begin
                        tcnt_next = tcnt_reg + 1;
                    end
                end
            end
            TICK: begin  
                next = IDLE;
            end
        endcase
    end
endmodule
</file>
<file path="run.sh">
#!/bin/bash
# OpenROAD 26Q1-2900-gdf79404cd8, Yosys 0.63+post, stock flow scripts
make -C /OpenROAD-flow-scripts/flow DESIGN_CONFIG=/design/flow/config.mk WORK_HOME=/design/flow/orfs finish
</file>
==> out/qor.json <==
{
  "fraction_of_synthesis_flops_using_an_asynchronous_set_or_reset_pin": 1.00,
  "floorplan.rows": 37,
  "portion_of_netlist_area_occupied_by_mux_cells": 0.120,
  "yosys-top-cells-count": "72 x sky130_fd_sc_hd__dfrtp_1, 42 x sky130_fd_sc_hd__nand3_1, 41 x sky130_fd_sc_hd__and2_1",
  "synth.top_cell.area_share": 0.423,
  "htreeDepth": 3,
  "yosys_cells": 414,
  "ctsLongestPathBuffers": 2,
  "cts_made_buffers": 9,
  "synth_sequential_area_ratio": 0.454,
  "yosys.cell_types.count": 52,
  "dieHeight_microns": 105,
  "simple_gate_share": 0.247,
  "synth_flops": 77,
  "failed_stage": "4_1_cts",
  "ys_sh_aoi": 0.0826,
  "yosys.area_share.xor_xnor": 0.0267,
  "tritoncts_num_sinks": 77,
  "gp_routability_congestion": 0.827,
  "io_pins": 44,
  "cts_resized": 0,
  "yosys.cell_count.top_type": "sky130_fd_sc_hd__dfrtp_1",
  "clock_root_cell": "sky130_fd_sc_hd__clkbuf_8",
  "syn_area_sq_um": 4260,
  "run_status": "did not finish",
  "first-error": "[error] [KeplerFormal.cpp:679] Workflow failed: Iso has multiple drivers: .dht_io0, _305_.Y0",
  "synth.area.top_cells": "sky130_fd_sc_hd__dfrtp_1 42%, sky130_fd_sc_hd__mux2_1 7.7%, sky130_fd_sc_hd__and2_1 6.0%, sky130_fd_sc_hd__nand3_1 4.9%, sky130_fd_sc_hd__mux2_4 3.5%",
  "placed_cells": 572,
  "post-cts-setup-buffer-count": 0,
  "syn_avg_cell_area_sq_um": 10.3,
  "netlist.top_cell.by_area": "sky130_fd_sc_hd__dfrtp_1",
  "yosys_area_sq_um": 4260,
  "yosys_warnings": 3,
  "hpwl_mm": 5.50,
  "fa_ha_area_frac": 0.0235,
  "placement.io_buffers": 42,
  "ctsHoldBuffers": 0,
  "core_util_floorplan": 0.412,
  "edf_count": 0,
  "synthTopLogicFamily": "simple AND/OR/NAND/NOR gates",
  "synthCells": 414,
  "die_w_microns": 105,
  "ys.flop_type": "sky130_fd_sc_hd__dfrtp_1"
}
## through the flow
step / instance area [sq um] / setup slack [ps]
floorplan: 4260 / 1160
global placement: 4790 / 1160
detailed placement: 4790 / 1160
## cell families after synthesis
group / count (synthesis)
compound gates: 46
flops: 77
fa+ha+maj: 8
simple gates: 183
buf+inv: 45
mux: 42
xor+xnor: 13
